==> flow/design.v <==
module cpu3(ibus,clk,abus,bbus,dbus);
  input clk;
  wire [5:0] opCode;
  wire [5:0] funktion;
  input [31:0] ibus; 
  wire [31:0] ibusWire; 
  wire [31:0] AselectWire; 
  wire [5:0] rs; 
  wire [31:0] BselectWire; 
  wire [5:0] rt; 
  reg immBit1; 
  wire immBit2; 
  wire [31:0] DselectWire1; 
  wire [5:0] rd; 
  wire [31:0] DselectWire2; 
  wire [31:0] DselectWire3; 
  output [31:0] abus; 
  wire [31:0] abusWire1; 
  wire [31:0] abusWire2; 
  output [31:0] bbus; 
  wire [31:0] bbusWire1; 
  wire [31:0] bbusWire2; 
  output [31:0] dbus; 
  wire [31:0] dbusWire1; 
  wire [31:0] dbusWire2; 
  wire [31:0] mux2Out; 
  wire [31:0] immWire1; 
  wire [31:0] immWire2; 
  reg [2:0] SWire1; 
  wire [2:0] SWire2; 
  reg CinWire1; 
  wire CinWire2; 
  initial begin
    immBit1 = 1'bx;
    CinWire1 = 1'bx;
    SWire1 = 3'bxxx;
  end
  pipeline_1_latch IF_ID(.clk(clk),.ibus(ibus),.ibusWire(ibusWire));
  assign opCode = ibusWire[31:26];
  assign rs = ibusWire[25:21];
  assign rt = ibusWire[20:16];
  assign rd = ibusWire[15:11];
  assign funktion = ibusWire[5:0];
  assign immWire1 = ibusWire[15]? {16'b1111111111111111,ibusWire[15:0]} : {16'b0000000000000000,ibusWire[15:0]};
  always @(ibusWire) begin
  immBit1 = 1;
  CinWire1 = 0;
  case (opCode)
    6'b000011: begin
      SWire1 = 3'b010;
    end
    6'b000010: begin
      SWire1 = 3'b011;
      CinWire1 = 1;
    end
    6'b000001: begin
      SWire1 = 3'b000;
    end
    6'b001111: begin
      SWire1 = 3'b110;
    end
    6'b001100: begin
      SWire1 = 3'b100;
    end
    6'b000000: begin
      immBit1= 0;
      case (funktion)
        6'b000011: begin
          SWire1 = 3'b010;
        end
        6'b000010: begin
          SWire1 = 3'b011;
          CinWire1 = 1;
        end
        6'b000001: begin
          SWire1 = 3'b000;
        end
        6'b000111: begin
          SWire1 = 3'b110;
        end
        6'b000100: begin
          SWire1 = 3'b100;
        end
      endcase
    end
  endcase
  end
  assign AselectWire = 1 << rs;
  assign BselectWire = 1 << rt;
  assign DselectWire1 = immBit1? 1<<rt : 1<<rd;
  regfile Reggie3(.clk(clk),.Aselect(AselectWire),.Bselect(BselectWire),.Dselect(DselectWire3),.abus(abusWire1),.bbus(bbusWire1),.dbus(dbusWire2));
  pipeline_2_latch ED_EX(.clk(clk),.abusWire1(abusWire1),.bbusWire1(bbusWire1),.DselectWire1(DselectWire1),.immWire1(immWire1),.SWire1(SWire1),.CinWire1(CinWire1),.immBit1(immBit1),.abusWire2(abusWire2),.bbusWire2(bbusWire2),.immWire2(immWire2),.CinWire2(CinWire2),.DselectWire2(DselectWire2),.immBit2(immBit2),.SWire2);
  assign abus = abusWire2;
  assign mux2Out = immBit2? immWire2: bbusWire2;
  assign bbus = mux2Out;
  alu32 literallyLogic(.d(dbusWire1),.a(abusWire2),.b(mux2Out),.Cin(CinWire2),.S(SWire2));
  pipeline_3_latch EX_MEME (.clk(clk),.dbusWire1(dbusWire1),.DselectWire2(DselectWire2),.dbusWire2(dbusWire2),.DselectWire3(DselectWire3));
  assign dbus = dbusWire2;
endmodule
module pipeline_1_latch(clk, ibus, ibusWire);
  input [31:0] ibus;
  input clk;
  output [31:0] ibusWire;
  reg [31:0] ibusWire;
  always @(posedge clk) begin
    ibusWire = ibus;
  end
endmodule
module pipeline_2_latch(clk, abusWire1, bbusWire1, DselectWire1, immWire1, SWire1, CinWire1,immBit1,abusWire2,bbusWire2,immWire2,SWire2,CinWire2,DselectWire2,immBit2);
  input clk, CinWire1,immBit1;
  input [31:0] abusWire1, bbusWire1, DselectWire1, immWire1;
  input [2:0] SWire1;
  output CinWire2,immBit2;
  output [31:0] abusWire2, bbusWire2, DselectWire2, immWire2;
  output [2:0] SWire2;
  reg CinWire2,immBit2;
  reg [31:0] abusWire2, bbusWire2, DselectWire2, immWire2;
  reg [2:0] SWire2;
  always @(posedge clk) begin
    abusWire2 = abusWire1;
    bbusWire2 = bbusWire1;
    DselectWire2 = DselectWire1;
    immWire2 = immWire1;
    SWire2 = SWire1;
    CinWire2 = CinWire1;
    immBit2 = immBit1;
  end
endmodule
module pipeline_3_latch(clk, dbusWire1, DselectWire2, dbusWire2, DselectWire3);
  input clk;
  input [31:0] dbusWire1, DselectWire2;
  output [31:0] dbusWire2, DselectWire3;
  reg [31:0] dbusWire2, DselectWire3;
  always @(posedge clk) begin
    dbusWire2 = dbusWire1;
    DselectWire3 = DselectWire2;
  end
endmodule
module regfile(
  input [31:0] Aselect, 
  input [31:0] Bselect, 
  input [31:0] Dselect, 
  input [31:0] dbus, 
  output [31:0] abus, 
  output [31:0] bbus, 
  input clk
  );
  assign abus = Aselect[0] ? 32'b0 : 32'bz;
  assign bbus = Bselect[0] ? 32'b0 : 32'bz;
  DNegflipFlop myFlips[30:0]( 
      .dbus(dbus),
      .abus(abus),
      .Dselect(Dselect[31:1]),
      .Bselect(Bselect[31:1]),
      .Aselect(Aselect[31:1]),
      .bbus(bbus),
      .clk(clk)
    );
  endmodule
module DNegflipFlop(dbus, abus, Dselect, Bselect, Aselect, bbus, clk);
  input [31:0] dbus;
  input Dselect; 
  input Bselect; 
  input Aselect;
  input clk;
  output [31:0] abus;
  output [31:0] bbus;
  wire wireclk;
  reg [31:0] data;
  assign wireclk = clk & Dselect;
  initial begin
  data = 32'h00000000;
  end
  always @(negedge wireclk) begin
    if(Dselect) begin
      data = dbus;
    end
  end
  assign abus = Aselect? data : 32'hzzzzzzzz;
  assign bbus = Bselect? data : 32'hzzzzzzzz;
endmodule
module alu32 (d, Cout, V, a, b, Cin, S);
  output[31:0] d; 
  output Cout, V; 
  input [31:0] a, b; 
  input Cin; 
  input [2:0] S; 
  wire [31:0] c, g, p;
  wire gout, pout;
  alu_cell mycell[31:0] (
     .d(d),
     .g(g),
     .p(p),
     .a(a),
     .b(b),
     .c(c),
     .S(S)
  );
  lac5 lac(
     .c(c),
     .gout(gout),
     .pout(pout),
     .Cin(Cin),
     .g(g),
     .p(p)
  );
  overflow ov(
     .Cout(Cout),
     .V(V),
     .g(gout),
     .p(pout),
     .c31(c[31]),
     .Cin(Cin)
  );
endmodule
module alu_cell (d, g, p, a, b, c, S);
  output d, g, p;
  input a, b, c;
  input [2:0] S;
  reg g,p,d,cint,bint;
  always @(a,b,c,S,p,g) begin 
    bint = S[0] ^ b;
    g = a & bint;
    p = a ^ bint;
    cint = S[1] & c;
  if(S[2]==0)
    begin
      d = p ^ cint;
    end
  else if(S[2]==1)
    begin
      if((S[1]==0) & (S[0]==0)) begin
        d = a | b;
      end
      else if ((S[1]==0) & (S[0]==1)) begin
        d = ~(a|b);
      end
      else if ((S[1]==1) & (S[0]==0)) begin
        d = a&b;
      end
      else
        d = 1;
      end
    end
endmodule
module overflow (Cout, V, g, p, c31, Cin);
  output Cout, V;
  input g, p, c31, Cin;
  assign Cout = g|(p&Cin);
  assign V = Cout^c31;
endmodule
module lac(c, gout, pout, Cin, g, p);
  output [1:0] c;
  output gout;
  output pout;
  input Cin;
  input [1:0] g;
  input [1:0] p;
  assign c[0] = Cin;
  assign c[1] = g[0] | ( p[0] & Cin );
  assign gout = g[1] | ( p[1] & g[0] );
  assign pout = p[1] & p[0];
endmodule
module lac2 (c, gout, pout, Cin, g, p);
  output [3:0] c;
  output gout, pout;
  input Cin;
  input [3:0] g, p;
  wire [1:0] cint, gint, pint;
  lac leaf0(
     .c(c[1:0]),
     .gout(gint[0]),
     .pout(pint[0]),
     .Cin(cint[0]),
     .g(g[1:0]),
     .p(p[1:0])
  );
  lac leaf1(
     .c(c[3:2]),
     .gout(gint[1]),
     .pout(pint[1]),
     .Cin(cint[1]),
     .g(g[3:2]),
     .p(p[3:2])
  );
  lac root(
     .c(cint),
     .gout(gout),
     .pout(pout),
     .Cin(Cin),
     .g(gint),
     .p(pint)
  );
endmodule
module lac3 (c, gout, pout, Cin, g, p);
  output [7:0] c;
  output gout, pout;
  input Cin;
  input [7:0] g, p;
  wire [1:0] cint, gint, pint;
  lac2 leaf0(
     .c(c[3:0]),
     .gout(gint[0]),
     .pout(pint[0]),
     .Cin(cint[0]),
     .g(g[3:0]),
     .p(p[3:0])
  );
  lac2 leaf1(
     .c(c[7:4]),
     .gout(gint[1]),
     .pout(pint[1]),
     .Cin(cint[1]),
     .g(g[7:4]),
     .p(p[7:4])
  );
  lac root(
     .c(cint),
     .gout(gout),
     .pout(pout),
     .Cin(Cin),
     .g(gint),
     .p(pint)
  );
endmodule
module lac4 (c, gout, pout, Cin, g, p);
  output [15:0] c;
  output gout, pout;
  input Cin;
  input [15:0] g, p;
  wire [1:0] cint, gint, pint;
  lac3 leaf0(
      .c(c[7:0]),
      .gout(gint[0]),
      .pout(pint[0]),
      .Cin(cint[0]),
      .g(g[7:0]),
      .p(p[7:0])
  );
  lac3 leaf1(
      .c(c[15:8]),
      .gout(gint[1]),
      .pout(pint[1]),
      .Cin(cint[1]),
      .g(g[15:8]),
      .p(p[15:8])
  );
  lac root(
  .c(cint),
  .gout(gout),
  .pout(pout),
  .Cin(Cin),
  .g(gint),
  .p(pint)
  );
endmodule
module lac5 (c, gout, pout, Cin, g, p);
  output [31:0] c;
  output gout, pout;
  input Cin;
  input [31:0] g, p;
  wire [1:0] cint, gint, pint;
  lac4 leaf0(
      .c(c[15:0]),
      .gout(gint[0]),
      .pout(pint[0]),
      .Cin(cint[0]),
      .g(g[15:0]),
      .p(p[15:0])
  );
  lac4 leaf1(
      .c(c[31:16]),
      .gout(gint[1]),
      .pout(pint[1]),
      .Cin(cint[1]),
      .g(g[31:16]),
      .p(p[31:16])
  );
  lac root(
     .c(cint),
     .gout(gout),
     .pout(pout),
     .Cin(Cin),
     .g(gint),
     .p(pint)
  );
endmodule
==> flow/run.sh <==
#!/bin/bash
# OpenROAD 26Q1-2900-gdf79404cd8, Yosys 0.63+post, stock flow scripts
make -C /OpenROAD-flow-scripts/flow DESIGN_CONFIG=/design/flow/config.mk WORK_HOME=/design/flow/orfs finish
==> flow/config.mk <==
export PLATFORM = sky130hd
export DESIGN_NAME = alu_cell
export DESIGN_NICKNAME = alu_cell
export VERILOG_FILES = /design/flow/design.v
export SDC_FILE = /design/flow/constraint.sdc
export NUM_CORES = 4
export LEC_CHECK = 1
export CORE_AREA = 10 10 70 70
export DIE_AREA = 0 0 80 80
==> flow/constraint.sdc <==
current_design alu_cell

set clk_period 1.6
set clk_io_pct 0.2

create_clock -name clk0 -period $clk_period

set non_clock_inputs [all_inputs -no_clocks]
set_input_delay [expr $clk_period * $clk_io_pct] -clock clk0 $non_clock_inputs
set_output_delay [expr $clk_period * $clk_io_pct] -clock clk0 [all_outputs]
==> flow_metrics.env <==
# yosys + openroad results
export IMPL_outcome="finished, violations left"
export IMPL_failed_checks="setup timing"
export IMPL_crit_required_ns=1.28
export IMPL_slowest_delay_ns=0.21
export IMPL_num_vias=141
export IMPL_grt_pass1_vias=144
export IMPL_die_width_um=80
export IMPL_netlist_instances=11
export IMPL_rsz0062_at_grt="true"
export IMPL_logic_family="simple AND/OR/NAND/NOR gates"
export IMPL_grt_pass1_wl_um=690
export IMPL_place_congestion=0.694
export IMPL_drcViolationCount=0
export IMPL_ant_nets=0
export IMPL_flop_count=0
export IMPL_fp_util_pct=2.34
export IMPL_aoi_share_pct=29.7
export IMPL_crit_slowest_cell="ha_4"
export IMPL_synthesis_area_um2=80.1
export IMPL_maxCapViolations=0
export IMPL_rows=21
export IMPL_nClkBuffers=0
export IMPL_cp_top_family="buffers and inverters"
export IMPL_grt_util_all_layers_pct=1.27
export IMPL_log_warning_count=34
export IMPL_crit_buf_inv=3
export IMPL_crit_start="b"
export IMPL_synth_warnings=5
export IMPL_instances_no_fill=73
export IMPL_pwr_share_comb_pct=100.0
export IMPL_grt_antenna_before_repair=0
export IMPL_startpoint_type="input port"
export IMPL_net_switching_power_mw=0.0278
export IMPL_p_leak_nw=0.120
export IMPL_drive_gt1_share_pct=55.6
export IMPL_setup_worst_path_end_class="primary output"
export IMPL_yosysCellCount=11
export IMPL_yosys_area_share_xor_xnor_pct=21.9
export IMPL_adder_share_pct=15.6
export IMPL_hp_start="S[0]"
export IMPL_grt_max_degree=5
export IMPL_diodes=0
export IMPL_p_sw_share_pct=30.3
export IMPL_finalSetupViolations=1
export IMPL_yosys_stat_seqShare_pct=0
export IMPL_hold_path_class="in -> out"
export IMPL_first_pass_iters=1
export IMPL_critPathKind="in -> out"
export IMPL_cp_max_fo=2
export IMPL_fill_cells=402
export IMPL_path_cells="buf_8 -> xor2_4 -> ha_4 -> buf_6 -> xor2_1 -> o22ai_1 -> buf_2"
export IMPL_dieArea_mm2=0.00640
export IMPL_worst_slew_pin_transition_ns=0.152
export IMPL_period_used_pct=102
export IMPL_vdd_drop_max_mv=0.0410
export IMPL_fin_ws_ns=-0.0315
export IMPL_cp_arrival_ns=1.31
export IMPL_placed_cells=70
export IMPL_coreArea_mm2=0.00342
export IMPL_max_freq_mhz=613
export IMPL_final_util_pct=9.16
export IMPL_final_seq_area_um2=0
export IMPL_seqPwrFrac_pct=0
export IMPL_muxShareOfSynthArea_pct=0
export IMPL_p_total_mw=0.0917
export IMPL_syn2layout_area_growth_pct=291
export IMPL_pwr_density_cell_mw_per_mm2=293
export IMPL_fin_tns_setup_ns=-0.0315
export IMPL_period_minus_slack_ns=1.63
export IMPL_drt_iter0_markers=0
export IMPL_synth_cell_types=9
export IMPL_die_h_um=80
export IMPL_io_buffers=9
export IMPL_avgSynthCellArea_um2=7.28
export IMPL_finalHoldViolations=0
export IMPL_yosysChipArea_um2=80.1
export IMPL_slew_headroom_pct=89.9
export IMPL_wl_um=393
export IMPL_intPower_mw=0.0640
export IMPL_final_max_slew_violation_count=0
export IMPL_io_pins=9
export IMPL_clkPwrFrac_pct=0
export IMPL_simple_gate_area_share_pct=32.8
export IMPL_avgViaCountPerCell=1.93
export IMPL_wire_per_inst_um=5.38
export IMPL_gr_total_overflow=0
==> metrics by stage <==
step | setup slack [ns] | hold WS, ns | area (um2)
after floorplan | 0.318 | 0.665 | 80.1
after global placement | -0.756 | 1.59 | 258
after detailed placement | -0.771 | 1.59 | 258
after CTS | -0.114 | 1.11 | 272
after global routing | -0.0769 | 1.17 | 313
final | -0.0315 | 1.14 | 313
==> per-layer routing <==
layer	vias up	track usage, %	share of wire [%]
li1	72	-	-
met1	62	1.85	47
met2	7	1.85	40
met3	0	0.455	13
met4	0	0	0
met5	-	0	0
==> final cells by class <==
class | count | area [um2] | share of cell area, %
multi-input combinational | 11 | 111 | 35.6
timing repair buffer | 16 | 144 | 46.0
tap | 46 | 57.6 | 18.4
==> path summary, 6_finish.rpt <==
path / end / slack (ns) / depth (start not counted)
hold / removal: d / 1.14 / 5
setup / recovery: d / -0.03 / 7
==> worst min-delay path: cells and delay by family <==
family / cells / cell delay [ns]
buffers and inverters: 3 / 0.32
AND-OR/OR-AND: 2 / 0.18
==> logic make-up after synthesis <==
family | after synthesis
and+or+nand+nor | 5
AOI/OAI and AO/OA | 3
xor gates and xnor gates | 2
adders and majority gates | 1
==> repair_timing <==
action,in CTS,in global routing
endpoints found under the setup margin,3,2
resized,19,7
hold buffers,0,0
setup buffers,2,1
pin swaps,3,4
==> layout by cell type, fill, tap and decap left out <==
cell type / n
o22ai_1: 1
dlymetal6s2s_1: 1
clkbuf_2: 1
buf_2: 2
a211oi_2: 1
o21ai_0: 1
buf_6: 3
xor2_1: 1
buf_4: 5
ha_4: 1
nor2_1: 1
clkdlybuf4s50_1: 3
buf_8: 1
nor2b_1: 1
nand2b_1: 2
xor2_4: 1
nand2_1: 1
==> power by group through the flow <==
stage         clock network [mW]  registers [mW]  logic, mW
CTS                            0               0     0.0784
global route                   0               0      0.101
finish                         0               0     0.0917
==> cell usage after synthesis <==
library cell	count	area, um2
xor2_1	2	17.5
nor2b_1	1	6.26
o22ai_1	1	6.26
nor2_1	1	3.75
a211oi_2	1	12.5
ha_1	1	12.5
nand2b_1	2	12.5
o21ai_0	1	5.00
nand2_1	1	3.75
Power is estimated from default activity; no workload was simulated.
